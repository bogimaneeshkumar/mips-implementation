<file path="flow/config.mk">
export PLATFORM = sky130hd
export DESIGN_NAME = alu
export DESIGN_NICKNAME = alu
export VERILOG_FILES = /design/flow/design.v
export SDC_FILE = /design/flow/constraint.sdc
export NUM_CORES = 4
export LEC_CHECK = 1
export CORE_UTILIZATION = 40
</file>
<file path="flow/constraint.sdc">
current_design alu

set clk_period 16.6
set clk_io_pct 0.2

create_clock -name clk0 -period $clk_period

set non_clock_inputs [all_inputs -no_clocks]
set_input_delay [expr $clk_period * $clk_io_pct] -clock clk0 $non_clock_inputs
set_output_delay [expr $clk_period * $clk_io_pct] -clock clk0 [all_outputs]
</file>
<file path="flow/design.v">
module alu(
	input		[3:0]	alu_op,
		input		[31:0]	a, b,
		output reg	[31:0]	out,
		output	reg	zero);
	wire [31:0] sub_ab;
	wire [31:0] add_ab;
	assign zero = (0 == out);   
	assign sub_ab = a - b;
	assign add_ab = a + b;
	always @(*) begin
		case (alu_op)
			4'd2:  out <= add_ab;				 
			4'd0:  out <= a & b;				 
			4'd12: out <= ~(a | b);				 
			4'd1:  out <= a | b;				 
			4'd7:  out <= ~(a & b);	       			   
			4'd6:  out <= sub_ab;				 
			4'd13: out <= a ^ b;				 
			default: out <= 0;
		endcase
	end
endmodule
</file>
<file path="flow/run.sh">
#!/bin/bash
# OpenROAD 26Q1-2900-gdf79404cd8, Yosys 0.63+post, stock flow scripts
make -C /OpenROAD-flow-scripts/flow DESIGN_CONFIG=/design/flow/config.mk WORK_HOME=/design/flow/orfs finish
</file>
==> results.txt <==
Implementation results. The run finished with clean final reports. After detailed routing, the number of remaining DRC violations is 0. The biggest area contributor in the post-synthesis netlist is ha_1. Per the detail_route report, vias per standard cell equal 5.848. After routing the design area is 0.006327 mm^2.

The wire-length estimate of the detail-placed layout is 15220 um. Total power divided by cell area landed at 32.53 mW/mm^2. After layout, the worst setup slack is 3672 ps.

Tally of max-capacitance violations landed at 0. Critical path arrival landed at 9610 ps. Counting instances, the worst hold path has a depth of 6. Wire length reported by the detailed router landed at 19010 um. The synthesis log from Yosys contains 2 warnings. Buffers added to address setup during post-CTS repair amount to 0.

For this run the top cell type by instance count after synthesis was ha_1. Share of the core filled by cells before placement landed at 0.4102. Per the synthesis report, the adder-cell share of the synthesized area is 0.2369. After filler insertion, the fill cell instance count of the layout stands at 1256. Standby leakage power landed at 2.825 nW.

Post-route non-filler standard cell count landed at 1004. The final hold violation count recorded for this run is 0. Final total negative setup slack landed at 0 ps.

Total of cells resized after clock tree synthesis landed at 0. Post-route period utilization is reported as 0.7788. The initial antenna violation count was 1. STA lists the maximum fanout along the critical path as 27. For reference, the critical path is captured by zero. Grouping non-sequential cells by family puts the most area in AND-OR/OR-AND gates. The design has 0 sequential cells. The initialized floorplan defines 41 standard-cell rows. Per-cell routed wire length landed at 18.93 um. Yosys reports that the most numerous cell types are ha_1 (96), inv_1 (76), nand2_1 (65), nor2_1 (65), o21ai_0 (54).

Number of standard cells reported by yosys landed at 759. The first global-routing pass estimated 29430 um of wire. Per the synthesis report, the XOR/XNOR share of the synthesized area is 0.07621. After detailed placement, the total cell area comes to 0.006327 mm^2.

Signed area change from the synthesized netlist to the final layout landed at 22.74%. The placement summary gives the final routability congestion estimate as 0.9993. The final timing report lists a max-slew violation count of 0.

Per the final layout report, the fraction of cells sized above drive strength 1 comes to 0.05168. The critical path is of the input pin to output pin type. Measured against its own limit, the worst slew margin works out to 0.4266.

According to the floorplan report, the placeable core area is 0.01257 mm^2. Number of warnings the tools reported landed at 65. The area taken by multi-input combinational cells is reported as 0.004718 mm^2.

Setup repair after global routing left no endpoint under its margin. Shortest clock period the worst path allows after layout landed at 12930 ps. Total I/O pin count landed at 101.

Number of global-route vias before repair landed at 5407. Synthesis produced a netlist whose cell count is 759. Portion of netlist area occupied by mux cells landed at 0.02160. The detailed router placed 5871 vias in this run. Synthesis area per yosys landed at 0.005155 mm^2. Summed over all routing layers, the global router reports a total usage of 0.2897.

Fraction of post-synthesis cell area in the top cell type by area landed at 0.2330. Per the OpenROAD floorplan log, the height of the die is 115.5 um. Placement-stage worst setup slack landed at 3730 ps. The violation tally recorded at the end of detailed-routing iteration 0 is 396. Simple logic cell fraction of the synthesized area landed at 0.2408. Compound-cell area share of the yosys netlist landed at 0.3357. For this run, the register share of the synthesized area comes to 0.

Synthesized area per cell landed at 6.792 um^2. Remaining antenna violation count after routing landed at 0. According to the timing report, the critical path is launched from alu_op[1]. The chip occupies 0.01334 mm^2. Number of diodes added for antenna fixing landed at 0. Post-synthesis instance area landed at 0.005155 mm^2. The worst setup path is launched from an input pin. Number of port buffers landed at 101. The last timing report of the flow puts the setup violation total at 0. Flip-flop and latch area landed at 0 um^2. The total overflow left after global routing is 0.

By area the synthesized netlist is led by ha_1 (23%), xnor2_1 (6.1%), inv_1 (5.5%). STA classifies the critical path endpoint as an output pin. Slew at the pin closest to its max-slew limit landed at 857.5 ps. Entering global routing, the biggest net connects 39 pins. Die outline width landed at 115.5 um. Across the VDD grid, the largest voltage drop is 13.60 uV. Detailed-router iteration count before antenna repair landed at 5. The report puts the hold buffer count at CTS at 0. Number of distinct standard cells referenced by the synthesized netlist landed at 81. Required time of the critical path landed at 13280 ps. Number of clock buffers in the layout landed at 0.

The min-delay analysis places its worst path in the category input pin to output pin. Number of placed instances, taps included landed at 1004. Fmax landed at 77.35 MHz.
## cell usage in the layout (no fill, tap or decap), types with 5 or more instances in the layout
cell and instances:
clkdlybuf4s50_1 101, ha_1 96, inv_1 76, nand2_1 65, nor2_1 65, o21ai_0 54
a21oi_1 52, xnor2_1 36, a21o_1 20, nand3_1 19, nor3_1 13, buf_4 13
a221oi_1 11, o31ai_1 10, mux2i_1 10, nand4_1 9, or3_1 9, a31oi_1 9
nand2b_1 9, o211ai_1 8, o21a_1 7, o22ai_1 7, xor2_1 7, a211oi_1 7
nor4_1 5, o41ai_1 5, a31o_2 5, a21boi_0 5, nand3b_1 5, a2111oi_0 5
## layer usage
layer / wire, um / track usage / vias up
li1: - / - / 2929
met1: 9322 / 0.4455 / 2732
met2: 8304 / 0.4559 / 199
met3: 1239 / 0.02025 / 11
met4: 140 / 0.02857 / 0
met5: 0 / 0 / -
## critical path: stages
cell and delay (ps):
clkdlybuf4s50_1 1030, nor3b_2 290, buf_4 350, nand2_1 450, o21ai_0 450, inv_1 90
ha_1 280, nand2b_1 70, a21oi_1 460, o31ai_1 210, nor4_1 590, nor4bb_1 370
nand4bb_1 200, nor4_1 420, nand4b_1 260, nor4_2 260, clkdlybuf4s50_1 490
## how the worst min path moves through the flow
stage                  from      end  slack (ps)
final                 a[23]  out[23]        7900
after CTS             a[23]  out[23]        7920
after global routing  a[15]  out[15]        8020
## area by class of cell
| cell class | count | area share |
|---|---|---|
| Inverter | 76 | 0.04509 |
| Multi-Input combinational cell | 642 | 0.7457 |
| Tap cell | 172 | 0.03401 |
| Timing Repair Buffer | 114 | 0.1752 |
## per-stage QoR
| step | power [mW] | hold slack (ps) | util |
|---|---|---|---|
| after floorplan | 0.1257 | 6878 | - |
| after global placement | 0.2026 | 7907 | 0.5034 |
| after global routing | 0.2274 | 8021 | 0.5034 |
| final | 0.2058 | 7903 | 0.5034 |
| after CTS | 0.2038 | 7921 | 0.5034 |
| after detailed placement | 0.2022 | 7919 | 0.5034 |
## cells by family (layout without fill, tap and decap cells)
group / Yosys count / in the layout
compound gates: 253 / 253
xor+xnor: 44 / 44
fa+ha+maj: 97 / 97
buf+inv: 117 / 190
mux: 11 / 11
simple gates: 237 / 237
## report_power, final
group	switching, mW	leakage [nW]	internal (mW)
Combinational	0.112	2.83	0.0942
Clock	0	0	0
Sequential	0	0	0
Power and IR drop assume default switching activity.
