--- /design/flow/config.mk ---
export PLATFORM = sky130hd
export DESIGN_NAME = regm
export DESIGN_NICKNAME = regm
export VERILOG_FILES = /design/flow/design.v
export SDC_FILE = /design/flow/constraint.sdc
export NUM_CORES = 4
export LEC_CHECK = 1
export CORE_UTILIZATION = 50
--- /design/flow/constraint.sdc ---
current_design regm

set clk_period 6.2
set clk_io_pct 0.2

create_clock -name clk0 -period $clk_period [get_ports {clk}]

set non_clock_inputs [all_inputs -no_clocks]
set_input_delay [expr $clk_period * $clk_io_pct] -clock clk0 $non_clock_inputs
set_output_delay [expr $clk_period * $clk_io_pct] -clock clk0 [all_outputs]
--- /design/flow/design.v ---
module regm (
    input wire clk,
    input wire [4:0] read1, read2,
    output reg [31:0] data1, data2,
    input wire regwrite ,
    input wire [4:0] wrreg,
    input wire [31:0] wrdata
);
    reg [31:0] mem [0:31];  
    always @(*) begin
        if (read1 == 5'd0)
            data1 = 32'd0;
	    else if (read1 == wrreg && regwrite)    
            data1 = wrdata;
        else
            data1 = mem[read1];
        if (read2 == 5'd0)
            data2 = 32'd0;
	    else if (read2 == wrreg && regwrite)   
            data2 = wrdata;
        else
            data2 = mem[read2];
    end
    always @(posedge clk) begin
        if (regwrite && wrreg != 5'd0)
            mem[wrreg] <= wrdata;  
    end
endmodule
--- /design/flow/run.sh ---
#!/bin/bash
# OpenROAD 26Q1-2900-gdf79404cd8, Yosys 0.63+post, stock flow scripts
make -C /OpenROAD-flow-scripts/flow DESIGN_CONFIG=/design/flow/config.mk WORK_HOME=/design/flow/orfs finish
==> qor.yml <==
fp_util_pct: 50.5
top_area_share_pct: 64.2
synth_seq_share_pct: 64.2
drt_iter0_drc: 2080
fillerInstances: 6735
grt_max_degree: 95
timing.fmax_ghz: 0.177
drc_errors: 0
synth_top_cell_by_area: "edfxtp_1"
dr.pass1.iters: 7
slew_headroom_pct: 21.5
via_per_inst: 6.91
layout_top_cell: "edfxtp_1"
arrival_ns: 4.40
hold_viol: 0
highest_layer: "met5"
io_buffers: 112
clkTransAtPathRegs_ns: 0.06
core_um2: 94900
switching_power_mw: 3.54
critPathTopFamily: "buffers and inverters"
cp.required_ns: 4.96
end_kind: "output port"
die_area_um2: 97000
path_max_fanout: 18
synth_flops: 1024
area_growth_pct: 14.3
grt_use_total_pct: 36.9
min_from: "wrdata[24]"
drive_gt1_share_pct: 29.1
die-width_um: 311
yosysWarningCount: 1
power_frac_comb_pct: 9.8
ys_types: 53
first_global_vias: 31400
postCtsHoldBufs: 0
slew_violations: 0
ant_nets: 0
top_register: "mem"
gp_congestion: 0.910
wl_met2_um: 67600
critPathMaxStageDelay_ns: 0.98
clock_sink_count: 1024
synthTopCellsByArea: "edfxtp_1 64%, mux4_2 20%, mux2i_1 4.4%, a22oi_1 1.3%, a22o_1 0.88%"
cts_tree: "built"
die_y_um: 311
cts_root_buffer: "clkbuf_16"
edf_count: 1024
numCtsBuffers: 106
min_period_ns: 5.64
grt.overflow.total: 0
drt-met1-wl_um: 47100
grt_antenna_before_repair: 4
worst_hold_path.endpoint: "mem[19][24]"
p_per_area_nw_per_um2: 281
synth_area_per_cell_um2: 19.0
finalCritPeriodShare_pct: 91.0
hold_class: "in -> reg"
critPathKind: "in -> out"
drt-total-wl_um: 157000
std_cell_rows: 113
dp_cells: 3889
setup_viol: 0
grt_pass1_wl_um: 223000
h-tree-depth: 3
syn_inst: 2520
hpwl_um: 92900
cts_buffer_depth: 3
rsz0062_at_grt: "no"
clkPwrFrac_pct: 39.7
swShare_pct: 23.0
async_flop_share_pct: 0
dr_total_vias: 28200
wl_met3_um: 34900
critPathLaunchType: "primary input"
warnings: 26
mappedNetlistArea_um2: 47900
status: "complete, no violations"
largest_reg_flops: 1024
sequentialPowerShare_pct: 50.5
fin_cells: 4088
post-cts-setup-buffers: 0
tns_ns: 0
irDropWorstVdd_mv: 0.241
path_cells: "clkdlybuf4s50_1 -> xnor2_1 -> nand4_1 -> o21bai_4 -> buf_4 -> o31ai_1 -> buf_4 -> clkdlybuf4s50_1"
lay_top_cells: "1,024 x edfxtp_1, 417 x mux4_2, 210 x mux2i_1, 147 x buf_4, 107 x clkbuf_16"
worst-path-buf-inv: 4
reg_top3: "mem x1024"
worstMarginPinSlew_ns: 1.17
hold_path_depth: 2
ys_area_um2: 47900
routedWlPerCell_um: 38.4
ys_cells: 2520
cts_resized: 0
p_leak_nw: 17.6
max_cap_violations: 0
synth-main-ff-cell: "edfxtp_1"
io_pins: 113
p_int_mw: 11.8
cpMaxStageDelayCell: "o21bai_4"
## cells by family after synthesis
group	synth area share [%]
XOR/XNOR	0.183
AND/OR/NAND/NOR	1.99
AND-OR/OR-AND	6.44
flip-flops	64.2
multiplexers	24.7
buffers and inverters	2.43
other	0.00783
## cell usage after synthesis, drive strengths merged, types with 3 or more instances
master	number
edfxtp	1024
mux4	417
mux2i	210
buf	131
a22oi	81
clkbuf	78
nor2	74
nand2	58
a22o	48
a21oi	41
o22ai	41
o21ai	38
mux2	30
o221ai	30
a221oi	28
a2111oi	26
a211oi	19
nor2b	17
a21o	13
o31ai	11
xnor2	10
nand3b	9
nand4	9
nand3	7
o2111ai	7
o22a	7
or3b	7
a31oi	6
and2	6
nor3	6
a211o	5
a311oi	5
or3	4
nand2b	3
## final cells by class
type	instances	area (um2)	area share, %
Antenna cell	1	2.50	0.00457
Tap cell	1265	1580	2.89
Sequential cell	1024	30700	56.2
Clock inverter	62	500	0.914
Timing Repair Buffer	282	2720	4.98
Inverter	2	7.51	0.0137
Clock buffer	136	2790	5.09
Multi-Input combinational cell	1316	16400	29.9
## metal layers
layer | vias to the layer above | global-route usage (%)
met1 | 14000 | 45.2
li1 | 11300 | -
met3 | 420 | 34.6
met4 | 31 | 10.5
met2 | 2480 | 47.9
met5 | - | 7.46
## worst max path at each step
stage	cells past startpoint	slack, ns	start	to
6_report	8	0.56	wrreg[4]	data1[8]
5_1_grt	8	0.49	read1[0]	data1[19]
4_1_cts	8	0.66	read1[0]	data1[19]
## metrics by stage
| stage | worst slack, ns | hold slack [ns] | total power [mW] | util (%) | area, um2 |
|---|---|---|---|---|---|
| 2_1_floorplan | 2.13 | 1.34 | 8.70 | - | 48000 |
| 3_3_place_gp | 0.618 | 2.06 | 9.38 | 54.2 | 51400 |
| 3_5_place_dp | 0.672 | 2.08 | 9.40 | 54.2 | 51400 |
| 4_1_cts | 0.659 | 1.35 | 15.4 | 57.7 | 54700 |
| 5_1_grt | 0.486 | 1.37 | 15.8 | 57.7 | 54700 |
| 6_report | 0.557 | 1.38 | 15.4 | 57.7 | 54700 |
## power by group through the flow
stage | Combinational (mW) | Sequential (mW) | Clock (mW)
4_1_cts | 1.50 | 7.76 | 6.18
5_1_grt | 1.59 | 7.77 | 6.43
6_report | 1.51 | 7.76 | 6.10
Power is estimated from default activity; no workload was simulated.
