--- flow/config.mk ---
export PLATFORM = sky130hd
export DESIGN_NAME = dm
export DESIGN_NICKNAME = dm
export VERILOG_FILES = /design/flow/design.v
export SDC_FILE = /design/flow/constraint.sdc
export NUM_CORES = 4
export LEC_CHECK = 1
export CORE_UTILIZATION = 50
--- flow/design.v ---
module dm(
		input wire			clk,
		input wire	[6:0]	addr,
		input wire			rd, wr,
		input wire 	[31:0]	wdata,
		output reg	[31:0]	rdata);
	reg [31:0] mem [0:127];   
	 always @(posedge clk) begin
        if (wr) begin
            mem[addr] <= wdata;
        end
        if (rd) begin
            rdata <= mem[addr];
        end
    end
endmodule
--- flow/run.sh ---
#!/bin/bash
# OpenROAD 26Q1-2900-gdf79404cd8, Yosys 0.63+post, stock flow scripts
make -C /OpenROAD-flow-scripts/flow DESIGN_CONFIG=/design/flow/config.mk WORK_HOME=/design/flow/orfs finish
--- flow/constraint.sdc ---
current_design dm

set clk_period 69.2
set clk_io_pct 0.2

create_clock -name clk0 -period $clk_period [get_ports {clk}]

set non_clock_inputs [all_inputs -no_clocks]
set_input_delay [expr $clk_period * $clk_io_pct] -clock clk0 $non_clock_inputs
set_output_delay [expr $clk_period * $clk_io_pct] -clock clk0 [all_outputs]
==> results.txt <==
The synthesis and place-and-route flow finished, so here is a summary.

The number of maximum-capacitance violations recorded for the run is 5. The finished cells cover 179000 um2. Counting only logic cells after layout, the most numerous master is sky130_fd_sc_hd__edfxtp_1. The total count of hold-check failures in the final report came out at 0. The most critical min-delay path falls under flip-flop to flip-flop. The synthesized instance count is 8954. The run finished, with violations left. Summed over all nets, the half-perimeter wirelength after detailed placement is 342000 um. Yosys attributes the largest share of cell area to sky130_fd_sc_hd__edfxtp_1 79%, sky130_fd_sc_hd__a221oi_1 4.7%, sky130_fd_sc_hd__a22oi_1 2.2%. The number of placement rows came out at 205. The layout summary lists the proportion of cells stronger than drive strength 1 as 0.180.

The setup path with the least slack is of type input pin to flip-flop. The largest net degree at the start of global routing is 94. The die span in y is 563 um. The maximum resistive drop on vdd came out at 27.5 uV. The critical path maximum fanout is 59.

The maximum level of the CTS H-tree came out at 5. The hold buffer count at CTS is 0. sky130_fd_sc_hd__edfxtp_1 takes more of the synthesized area than any other cell.

For this run, global-route usage on met3 was measured as 0.393. The final setup TNS came out at 0 ps. The async set or reset register ratio after synthesis is 0. On the worst setup and hold paths after CTS, the clock-pin slew comes to 60 ps. Per the GRT congestion report, total overflow comes to 0. According to the floorplan report, the placeable core area is 313000 um2. The post-cts repair resize count came out at 0. The number of global-route vias before repair came to 98793. Counting flops with a built-in enable in the synthesized netlist gives 4128. TritonCTS built the clock tree. Buffers placed on the I/O ports in this run total 73.

The area fraction of the dominant cell type after synthesis came out at 0.787. The DRC violation count after routing is 0. The total global-route track usage is 0.411. Setup repair after global routing left no endpoint under its margin.

The routing usage on met2 is 0.530. The number of buffers inserted by post-CTS setup repair is 0. The count of vias placed by the detailed router is 94939.

The number of flip-flops and latches in the synthesized netlist is 4128. The layer flagged by global routing as most heavily used is met2. STA classifies the critical path startpoint as an input pin. After synthesis the cells add up to 158000 um2. Before antenna repair, the detailed router went through 12 iterations. The maximum buffer depth of the clock tree is 4.

The maximum operating frequency is 53.6 MHz. The portion of the post-synthesis area used by sequential elements is 0.787. The total detailed-routing wirelength is 575000 um.

The total tool warning count is 27. The area of placed instances is 166000 um2. STA classifies the critical path endpoint as a flip-flop. The clock net sink count came out at 4128. Yosys stat counts 8954 cells in the synthesized netlist. The most frequently used flop master after synthesis is sky130_fd_sc_hd__edfxtp_1. The required time of the critical path came out at 69930 ps. The residual antenna-violating net count after detailed routing is 0.

The clock root buffer master is sky130_fd_sc_hd__clkbuf_16. By instance count after routing, the leading logic cell types are 4128 x sky130_fd_sc_hd__edfxtp_1, 847 x sky130_fd_sc_hd__a221oi_1, 568 x sky130_fd_sc_hd__buf_4. The per-cell via count in the routed design came out at 6.84. Buffers inserted during clock tree synthesis total 415. The analysis attributes to cell leakage a power of 55.4 nW. Dividing total power by cell area gives a power density of 29.5 nW/um2. The worst clock skew on the final layout is 68.6 ps. The total power came out at 0.00529 W. The arrival time of the worst setup path is 19370 ps. The initial antenna violation count is 75.

The horizontal die dimension is 563 um. In the final report, the number of endpoints failing setup comes to 0. The count of pins over their slew limit came out at 18.

The first-pass GRT wire length is 787000 um. The mean routed wirelength per cell came out at 41.4 um. The worst path needs 18640 ps of the cycle, external delays included. The routability congestion estimate from global placement came out at 0.987. The die area is 317000 um2. The synthesized area per cell is 17.6 um2. The boundary pin count is 74. The core utilization at floorplan came out at 0.504. The worst relative slew slack came out at -0.168. The final timing summary puts the cycle share of the worst path at 0.269. The final reports fail on max-capacitance violations, max-slew violations. Between the synthesized netlist and the finished layout, the area growth was recorded as 13.8%. The setup slack after layout came out at 50560 ps.

The global routing report lists met1 layer usage as 0.444. The pre-CTS setup slack came out at 49670 ps. The number of distinct library cells after synthesis came out at 75. The chip area in the Yosys report came out at 158000 um2. The clock insertion delay at the later pin of the skew report is 1020 ps. The first routing iteration left 8103 violations. The transition time at the pin with the least slew margin is 1750 ps. The warning tally printed by Yosys for this design is 1.
## flip-flops by register name, summed over array words and instances, names as in the netlist
| name | flops |
|---|---|
| mem | 4096 |
| rdata | 32 |
## area by class of cell
cell class                      count  area, um2
Clock inverter                    258       2420
Multi-Input combinational cell   4092      31700
Sequential cell                  4128     124000
Tap cell                         4140       5180
Timing Repair Buffer              625       4950
Antenna cell                      117        293
Inverter                            7       50.0
Clock buffer                      503      10700
Fill cell                       22580     133000
## through the flow
step | instances | utilization | hold WS, ps
5_1_grt | 13839 | 0.573 | 924
3_3_place_gp | 12982 | 0.530 | 792
2_1_floorplan | 8954 | - | 628
3_5_place_dp | 12992 | 0.530 | 803
6_report | 13870 | 0.574 | 827
4_1_cts | 13753 | 0.573 | 841
## synth_stat cells (all sizes together) (44+ instances only)
master	instances
a21oi	425
a221o	64
a221oi	847
a222oi	44
a22oi	468
buf	403
clkbuf	324
edfxtp	4128
mux2	279
mux2i	127
mux4	70
nand2	241
nor2	291
nor2b	108
o21ai	326
o221ai	49
o22ai	170
## final timing paths
kind                from   endpoint  slack, ps  cells past startpoint
max              addr[0]  rdata[17]      50560                     12
max reg2reg  mem[121][8]   rdata[8]      65620                      6
min reg2reg   mem[73][8]   rdata[8]        830                      4
min           mem[73][8]   rdata[8]        830                      4
## layer usage
| metal | part of all wire | wire (um) | up-vias |
|---|---|---|---|
| met1 | 0.28 | 160000 | 46688 |
| li1 | - | - | 38401 |
| met4 | 0.058 | 33500 | 116 |
| met2 | 0.43 | 246000 | 8379 |
| met5 | 0.0077 | 4420 | - |
| met3 | 0.23 | 131000 | 1355 |
## power by group
group	total, W	internal, W	switching (W)
Sequential	0.00277	0.00276	0.00000992
Clock	0.00218	0.00122	0.000958
Combinational	0.000338	0.0000821	0.000256
Total	0.00529	0.00407	0.00122
## cells by family after synthesis
family,after synthesis,synth area share
flops,4128,0.787
compound gates,2731,0.128
buf+inv,734,0.0201
mux,476,0.0380
simple gates,885,0.0272
## critical path: stages
cell,delay [ps]
sky130_fd_sc_hd__buf_8,440
sky130_fd_sc_hd__buf_4,490
sky130_fd_sc_hd__buf_4,570
sky130_fd_sc_hd__buf_4,610
sky130_fd_sc_hd__buf_4,630
sky130_fd_sc_hd__mux2_2,420
sky130_fd_sc_hd__a221oi_1,370
sky130_fd_sc_hd__nor2_1,130
sky130_fd_sc_hd__o21ai_0,840
sky130_fd_sc_hd__buf_4,280
sky130_fd_sc_hd__a31oi_1,110
sky130_fd_sc_hd__a2111o_1,440
Power figures rest on the tool's default switching activity, not on a simulated workload.
